[./constraint.sdc]
current_design TopDE

set clk_period 87.7
set clk_io_pct 0.2

create_clock -name clk0 -period $clk_period [get_ports {clock}]

set non_clock_inputs [all_inputs -no_clocks]
set_input_delay [expr $clk_period * $clk_io_pct] -clock clk0 $non_clock_inputs
set_output_delay [expr $clk_period * $clk_io_pct] -clock clk0 [all_outputs]
[./run.sh]
#!/bin/bash
# OpenROAD 26Q1-2900-gdf79404cd8, Yosys 0.63+post, stock flow scripts
make -C /OpenROAD-flow-scripts/flow DESIGN_CONFIG=/design/flow/config.mk WORK_HOME=/design/flow/orfs finish
[./design.v]
parameter
	LOAD 		= 7'b0000011,
	STORE 	= 7'b0100011,
	TIPOR 	= 7'b0110011,
	TIPOI		= 7'b0010011,
	TIPOU		= 7'b0110111,
	BRANCH	= 7'b1100011,
	JUMP		= 7'b1101111,
	TRUE		= 1'b1,
	FALSE		= 1'b0,
	DONT_CARE	= 1'bx,
	PC4		= 2'd0,
	PCBEQ		= 2'd1,
	PCIMM		= 2'd2,
	ORIG_REG = 1'b0,
	ORIG_IMM	= 1'b1,
	ORIG_MEM = 2'd0,
	ORIG_ALU = 2'd1,
	ORIG_PC4 = 2'd2,
	ORIG_LUI = 2'd3,
	FUNCT3_ADD			= 3'b000,
	FUNCT3_SUB			= 3'b000,
	FUNCT3_SLT			= 3'b010,
	FUNCT3_OR			= 3'b110,
	FUNCT3_AND			= 3'b111,
	ALU_AND 	= 4'b0000,
	ALU_OR	= 4'b0001,
	ALU_ADD	= 4'b0010,
	ALU_SUB	= 4'b0110,
	ALU_SLT 	= 4'b0111;
module TopDE (
	input clock,
	output [31:0] Instruction,
	output [31:0] PC,
	output [31:0] ReadData,
	output [31:0] dataToWrite,
	output [1:0] OrigWriteData,
	output MemRead,
	output [1:0] OrigPC,
	output [3:0] ALUControl,
	output MemWrite,
	output OrigULA,
	output RegWrite,
	output [31:0] AluResult,
	output [31:0] Register
);
Uniciclo uniciclo (
	.clock(clock), 
	.oInstruction(Instruction), 
	.oPC(PC),
	.oDataRead(ReadData),
	.oDataToWrite(dataToWrite),
	.dOrigWriteData(OrigWriteData),
	.dMemRead(MemRead),
	.dOrigPC(OrigPC),
	.dALUControl(ALUControl),
	.dMemWrite(MemWrite),
	.dOrigALU(OrigULA),
	.dRegWrite(RegWrite),
	.dAluResult(AluResult),
	.Register(Register)
);
endmodule
module Uniciclo (
	input clock,
	output [31:0] oPC,
	output [31:0] oInstruction,
	output [31:0] oDataRead,
	output [31:0] oDataToWrite,
	output [1:0] dOrigWriteData,
	output dMemRead,
	output [1:0] dOrigPC,
	output [3:0] dALUControl,
	output dMemWrite,
	output dOrigALU,
	output dRegWrite,
	output [31:0] dAluResult,
	output [31:0] Register
);
reg [31:0] pc = 32'b0;
wire [31:0] pcNext;				 
wire [31:0] pc4;					 
wire [31:0] pcImm;				 
wire [31:0] instruction; 	 
wire [31:0] registerRead1,	 
						registerRead2;	 
wire [31:0] dataToWrite; 		 
wire [31:0] immediate;		 
wire [31:0] readData; 		 
wire [31:0] aluInputB;		 
wire [1:0] OrigWriteData;	 
wire MemRead;					 
wire [1:0] OrigPC;			 
wire [3:0] ALUControl;		 
wire MemWrite;					 
wire OrigALU;					 
wire RegWrite;					 
wire [31:0] aluResult;
assign pc4 = pc + 4;
assign pcImm = pc + immediate;
always @*
	case(OrigPC)
		PC4: 			pcNext <= pc4;
		PCBEQ: 		pcNext <= (registerRead1 == registerRead2 ? pcImm : pc4);
		PCIMM: 		pcNext <= pcImm;
		default: 	pcNext <= pc4;
	endcase
always @*
	case(OrigWriteData)
		ORIG_MEM: dataToWrite <= readData;
		ORIG_ALU: dataToWrite <= aluResult;
		ORIG_PC4: dataToWrite <= pc4;
		ORIG_LUI: dataToWrite <= immediate;
	endcase
always @*
	case(OrigALU)
		ORIG_REG: aluInputB <= registerRead2;
		ORIG_IMM: aluInputB <= immediate;
	endcase
InstructionMemory instructionMemory (
	.address(pc), 
	.instruction(instruction)
);
DataMemory dataMemory (
	.clock(clock),
	.write(MemWrite),
	.read(MemRead),
	.iAddress(aluResult),
	.iData(registerRead2),
	.oData(readData)
);
ImmediateGenerator immGen (
	.iInstruction(instruction),
	.oImmediate(immediate)
);
Registers registers (
	.clock(clock), 
	.writeRegister(RegWrite), 
	.rs1(instruction[19:15]), 
	.rs2(instruction[24:20]), 
	.rd(instruction[11:7]), 
	.registerRead1(registerRead1), 
	.registerRead2(registerRead2),
	.dataToWrite(dataToWrite),
	.watch(Register)
);
Control control (
	.instruction(instruction),
	.OrigWriteData(OrigWriteData),
	.MemRead(MemRead),
	.OrigPC(OrigPC),
	.ALUControl(ALUControl),
	.MemWrite(MemWrite),
	.OrigALU(OrigALU),
	.RegWrite(RegWrite)	
);
ALU alu (
	.iControl(ALUControl),
	.iA(registerRead1),
	.iB(aluInputB),
	.oResult(aluResult)
);
always @(posedge clock)
begin
	pc <= pcNext;
end
assign oPC = pc;
assign oInstruction = instruction;
assign oDataRead = readData;
assign oDataToWrite = dataToWrite;
assign dOrigWriteData = OrigWriteData;
assign dMemRead = MemRead;
assign dOrigPC = OrigPC;
assign dALUControl = ALUControl;
assign dMemWrite = MemWrite;
assign dOrigALU = OrigALU;
assign dRegWrite = RegWrite;
assign dAluResult = aluResult;
assign dImmediate = immediate;
endmodule
module ALU (
	input 		 		[4:0]  iControl,
	input signed 	[31:0] iA, 
	input signed 	[31:0] iB,
	output 		 		[31:0] oResult
);
always @*
	case (iControl)
		ALU_AND: 	oResult <= iA & iB;
		ALU_OR:		oResult <= iA | iB;
		ALU_ADD: 	oResult <= iA + iB;
		ALU_SUB:	oResult <= iA - iB;
		ALU_SLT: 	oResult <= iA < iB;
		default: 	oResult <= iA;
	endcase
endmodule
module Control (
	input 	[31:0] instruction,
	output 	[1:0] OrigWriteData,
	output 	MemRead,
	output 	[1:0] OrigPC,
	output 	[3:0] ALUControl,
	output 	MemWrite,
	output 	OrigALU,
	output 	RegWrite
);
wire [6:0] opcode = instruction[6:0];
wire [2:0] funct3 = instruction[14:12];
wire [6:0] funct7	= instruction[31:25];
always @*
	case(opcode)
		LOAD:
		begin
			OrigWriteData <= ORIG_MEM;
			MemRead <= TRUE;
			OrigPC  <= PC4;
			ALUControl <= ALU_ADD;
			MemWrite <= FALSE;
			OrigALU <= ORIG_IMM;
			RegWrite <= TRUE;
		end
		STORE:
		begin
			OrigWriteData <= ORIG_ALU;
			MemRead <= FALSE;
			OrigPC  <= PC4;
			ALUControl <= ALU_ADD;
			MemWrite <= TRUE;
			OrigALU <= ORIG_IMM;
			RegWrite <= FALSE;
		end
		TIPOR:
		begin
			OrigWriteData <= ORIG_ALU;
			MemRead <= FALSE;
			OrigPC  <= PC4;
			MemWrite <= FALSE;
			OrigALU <= ORIG_REG;
			RegWrite <= TRUE;
			case(funct3)
				FUNCT3_ADD: ALUControl <= (funct7 == 7'b0100000) ? ALU_SUB : ALU_ADD;
				FUNCT3_SLT: ALUControl <= ALU_SLT;
				FUNCT3_OR : ALUControl <= ALU_OR;
				FUNCT3_AND: ALUControl <= ALU_AND;
				default: 	ALUControl <= ALU_ADD;
			endcase
		end
		TIPOU:
		begin
			OrigWriteData <= ORIG_LUI;
			MemRead <= FALSE;
			OrigPC  <= PC4;
			MemWrite <= FALSE;
			OrigALU <= ORIG_IMM;
			RegWrite <= TRUE;
			ALUControl <= ALU_ADD;
		end
		BRANCH:
		begin
			OrigWriteData <= ORIG_ALU;
			MemRead <= FALSE;
			OrigPC  <= PCBEQ;
			ALUControl <= ALU_SUB;
			MemWrite <= FALSE;
			OrigALU <= DONT_CARE;
			RegWrite <= FALSE;
		end
		JUMP:
		begin
			OrigWriteData <= ORIG_PC4;
			MemRead <= FALSE;
			OrigPC  <= PCIMM;
			ALUControl <= ALU_ADD;
			MemWrite <= FALSE;
			OrigALU <= DONT_CARE;
			RegWrite <= TRUE;
		end
		default:
		begin
			OrigWriteData <= ORIG_ALU;
			MemRead <= DONT_CARE;
			OrigPC  <= PC4;
			ALUControl <= ALU_ADD;
			MemWrite <= DONT_CARE;
			OrigALU <= DONT_CARE;
			RegWrite <= DONT_CARE;
		end
	endcase
endmodule
module DataMemory (
	input wire clock, write, read,
	input [31:0] iAddress, 
	input [31:0] iData, 
	output [31:0] oData
);
wire [31:0] address = (iAddress - 32'h10010000) >> 2;
reg [31:0] MD[0:255];
reg [8:0] i;
initial
	begin
		MD[0] = 32'd0;
		MD[1] = 32'd100;
		MD[2] = 32'd50;
		MD[3] = 32'd305;		
		for (i = 4; i <= 255; i = i + 1'b1)
			MD[i] = 32'd0;
	end
always @(posedge clock)
begin
	if(write && !read) MD[address] <= iData;
end
assign oData = read ? MD[address] : 32'b0;
endmodule
module ImmediateGenerator (
	input wire [31:0] iInstruction,
	output wire [31:0] oImmediate
);
always @*
	case (iInstruction[6:0])
		TIPOU:
			oImmediate <= {iInstruction[31:12], 12'b0};
		LOAD:
			oImmediate <= {{20{iInstruction[31]}}, iInstruction[31:20]};
		STORE:
			oImmediate <= {{20{iInstruction[31]}}, iInstruction[31:25], iInstruction[11:7]};
		JUMP:
			oImmediate <= {{12{iInstruction[31]}}, iInstruction[19:12], iInstruction[20], iInstruction[30:21], 1'b0};
		BRANCH:
			oImmediate <= {{20{iInstruction[31]}}, iInstruction[7], iInstruction[30:25], iInstruction[11:8], 1'b0};
		default:
			oImmediate <= 32'b0;
	endcase
endmodule
module InstructionMemory (
	input [31:0] address, 
	output [31:0] instruction
);
reg [31:0] MI[0:255];
initial
begin
MI[0]=32'h10010437;    
MI[1]=32'h00442483;    
MI[2]=32'h009484b3;    
MI[3]=32'h00842283;    
MI[4]=32'h405484b3;    
MI[5]=32'h0092f333;    
MI[6]=32'h006484b3;    
MI[7]=32'h0092e333;    
MI[8]=32'h006484b3;    
MI[9]=32'h0092a333;    
MI[10]=32'h006484b3;   
MI[11]=32'h0054a333;   
MI[12]=32'h006484b3;   
MI[13]=32'h00c42303;   
MI[14]=32'h405484b3;   
MI[15]=32'hfe648ee3;   
MI[16]=32'h00942023;   
MI[17]=32'h00042903;   
MI[18]=32'h000000ef;   
end
assign instruction = MI[address>>2];
endmodule
module Registers (
	input wire clock,  								 
	input wire writeRegister,					 
	input wire [4:0] rs1, rs2, rd,		 
	input wire [31:0] dataToWrite,		 
	output wire [31:0] registerRead1, registerRead2,  
	output [31:0] watch								 
);
reg [31:0] registers[31:0];
initial 
begin
	registers[0] = 32'd0;
	registers[1] = 32'd0;
	registers[2] = 32'h3fc;  
	registers[3] = 32'd0;
	registers[4] = 32'd0;
	registers[5] = 32'd0;
	registers[6] = 32'd0;
	registers[7] = 32'd0;
	registers[8] = 32'd0;
	registers[9] = 32'd0;
	registers[10] = 32'd0;
	registers[11] = 32'd0;
	registers[12] = 32'd0;
	registers[13] = 32'd0;
	registers[14] = 32'd0;
	registers[15] = 32'd0;
	registers[16] = 32'd0;
	registers[17] = 32'd0;
	registers[18] = 32'd0;
	registers[19] = 32'd0;
	registers[20] = 32'd0;
	registers[21] = 32'd0;
	registers[22] = 32'd0;
	registers[23] = 32'd0;
	registers[24] = 32'd0;
	registers[25] = 32'd0;
	registers[26] = 32'd0;
	registers[27] = 32'd0;
	registers[28] = 32'd0;
	registers[29] = 32'd0;
	registers[30] = 32'd0;
	registers[31] = 32'd0;
end
assign registerRead1 = registers[rs1]; 	 
assign registerRead2 = registers[rs2]; 	 
assign watch = registers[18];						 
always @(posedge clock) 
begin
	if(writeRegister && (rd != 5'b0)) registers[rd] <= dataToWrite;
end
endmodule
[./config.mk]
export PLATFORM = sky130hd
export DESIGN_NAME = TopDE
export DESIGN_NICKNAME = TopDE
export VERILOG_FILES = /design/flow/design.v
export SDC_FILE = /design/flow/constraint.sdc
export NUM_CORES = 4
export LEC_CHECK = 1
export CORE_UTILIZATION = 40
export SYNTH_MEMORY_MAX_BITS = 65536
==> flow_metrics.env <==
# yosys + openroad results
export IMPL_min_from="uniciclo.pc[30]"
export IMPL_ys_cells=28480
export IMPL_end_kind="output port"
export IMPL_slew_violations=4
export IMPL_grt_start_max_net_pins=141
export IMPL_synthMostInstantiatedCell="nand2_1"
export IMPL_first_global_vias=245600
export IMPL_antenna_left=0
export IMPL_synthArstFlopShare_pct=0
export IMPL_cts_hold_buffers=0
export IMPL_cts_max_level=6
export IMPL_relSlewSlack_pct=-5.816
export IMPL_openroad_warnings=157
export IMPL_fin_area_mm2=0.4111
export IMPL_placed_cell_area_mm2=0.3831
export IMPL_avgViaCountPerCell=5.797
export IMPL_cts_sinks=8768
export IMPL_fp_util_pct=40.22
export IMPL_synth_area_yosys_mm2=0.3597
export IMPL_status="complete, but fails checks"
export IMPL_ys_warn_count=84
export IMPL_cp_data_required_time_ns=70.16
export IMPL_die_width_um=950.3
export IMPL_clkSlewWorstSetupHoldPaths_ns=0.07
export IMPL_r2r_start="uniciclo.pc[3]"
export IMPL_cts_buffer_depth=4
export IMPL_wl_um=1358000
export IMPL_r2r_slack_ns=71.98
export IMPL_finalSetupViolations=0
export IMPL_syn_mean_instance_area_um2=12.63
export IMPL_grt_setup_unrepaired="false"
export IMPL_numCtsBuffers=876
export IMPL_cts_tree="built"
export IMPL_p_leak_nw=142.8
export IMPL_synth_flop_count=8768
export IMPL_core_mm2=0.8944
export IMPL_violations="capacitance limit, slew limit"
export IMPL_hold_path_cell_count=3
export IMPL_hold_viol=0
export IMPL_fin_tns_setup_ns=0
export IMPL_grt_usage_pct=32.40
export IMPL_cts_resized=0
export IMPL_synthTopCellsByCount="nand2_1, edfxtp_1, nand3_1, a311oi_1, buf_2"
export IMPL_dp_hpwl_um=826700
export IMPL_fin_crit_sh_pct=39.62
export IMPL_post_synth_top_area_cell="edfxtp_1"
export IMPL_fmax_mhz=28.78
export IMPL_worstSkewPairLatency_ns=1.22
export IMPL_fin_skew_ns=0.09478
export IMPL_crit_fanout=118
export IMPL_worstPathArrival_ns=17.21
export IMPL_place_congestion=0.9911
export IMPL_netlist_area_mm2=0.3597
export IMPL_area_growth_pct=14.29
export IMPL_yosysSeqAreaShare_pct=73.12
export IMPL_via_count=244000
export IMPL_p_per_area_mw_per_mm2=21.69
export IMPL_reg2reg_depth=40
export IMPL_drive_gt1_share_pct=10.33
export IMPL_holdWs_ns=0.7091
export IMPL_antenna_found_initial=179
export IMPL_start_kind="flip-flop"
export IMPL_hp_class="flip-flop to flip-flop"
export IMPL_worstMarginPinSlew_ns=1.547
export IMPL_synthDominantCellAreaShare_pct=72.95
export IMPL_chip_area_mm2=0.9030
export IMPL_gr_total_overflow=0
export IMPL_grt_pass1_wl_um=1883000
export IMPL_wl_per_cell_um=32.28
export IMPL_io_buffers=199
export IMPL_post_cts_setup_buffers=0
export IMPL_drc=0
export IMPL_ys_types=106
export IMPL_num_rows=347
export IMPL_cts_root_buf="clkbuf_16"
export IMPL_hold_end="uniciclo.pc[31]"
export IMPL_worst_path_most_repeated_cell="buf_4"
export IMPL_area_leaders="edfxtp_1, nand2_1, nand3_1, a311oi_1, and3_1"
export IMPL_final_util_pct=45.97
export IMPL_drt_pass1_iterations=6
export IMPL_fp_dieH_um=950.3
export IMPL_ir_drop_mv=0.02235
export IMPL_io_pins=205
export IMPL_slowest_stage="nor3b_2"
export IMPL_edf_count=8738
export IMPL_min_period_ns=34.75
export IMPL_critical_path_class="flip-flop to output port"
export IMPL_max_stage_delay_ns=1.15
export IMPL_synthCells=28480
export IMPL_synth_top_flop_cell="edfxtp_1"
export IMPL_worst_r2r_endpoint="uniciclo.registers.registers[14][1]"
export IMPL_maxCapViolations=2
export IMPL_initialDrtViolationCount=20240
[worst max-delay path by stage]
stage | from | endpoint | slack, ns | cells after the start
5_1_grt | uniciclo.pc[3] | dataToWrite[1] | 52.42 | 41
6_report | uniciclo.pc[3] | dataToWrite[1] | 52.95 | 41
4_1_cts | uniciclo.pc[3] | dataToWrite[1] | 53.37 | 41
[cell type report]
cell class | count | area [um^2]
clock inverters | 488 | 4277
diodes | 294 | 735.7
multi-input cells | 17830 | 91650
inverters | 175 | 948.4
flip-flops and latches | 8768 | 263000
clock buffers | 1102 | 22980
well taps | 11870 | 14850
fillers | 76760 | 483300
repair buffers | 1558 | 12680
[worst max-delay path, delay by kind of cell (launching register included)]
family / cells / cell delay, ns
adders and majority gates: 3 / 1.02
DFF: 1 / 0.57
muxes: 3 / 0.48
and+or+nand+nor: 6 / 1.81
AOI/OAI and AO/OA: 10 / 2.84
buffers and inverters: 19 / 8.67
[through the flow]
stage               power, W  worst slack (ns)  std cells
finish              0.008919             52.95      42090
global route        0.009141             52.42      42030
CTS                 0.008925             53.37      41790
detailed placement  0.005364             54.73      40200
global placement    0.005359             54.78      40190
floorplan           0.005059             59.16      28780
[routing by layer]
layer  global-route usage (%)  part of all wire [%]  routed length [um]  vias up
met5                    8.956                  0.62                8405        -
met4                    17.83                   7.2               97310      225
met3                    29.10                    21              282700     3119
met2                    41.64                    41              557800    16350
met1                    35.34                    30              412200   117900
li1                         -                     -                   -   106400
[flip-flops by register name (all words and copies together), names as in the netlist]
register,count
uniciclo.pc,32
uniciclo.dataMemory.MD,8192
uniciclo.registers.registers,544
[cell families (layout without fill, tap and decap cells)]
group | Yosys count | count (layout) | synth area share [%]
AND-OR/OR-AND | 2223 | 2223 | 4.783
AND/OR/NAND/NOR | 14760 | 14760 | 17.84
XOR/XNOR | 109 | 109 | 0.2654
adder cells (fa/ha/maj) | 154 | 154 | 0.5378
other | 2 | 587 | 0.002088
buffers and inverters | 2173 | 3323 | 2.618
multiplexers | 298 | 298 | 0.8394
flip-flops | 8768 | 8768 | 73.12
[layout by cell type, fill, tap and decap left out, types with 52 or more instances in the layout]
cell type and n:
nand2_1 8879, edfxtp_1 8738, nand3_1 3903, buf_4 1316, a311oi_1 1070, clkbuf_16 886, and3_1 823, diode_2 294
conb_1 293, a31oi_1 288, nor2_4 271, mux2i_1 268, nor2_1 233, nand4_1 232, clkinv_1 225, clkbuf_1 216
clkdlybuf4s50_1 199, a21oi_1 160, ha_1 153, clkinv_2 146, o21ai_0 127, inv_1 123, nor4_1 94, xnor2_1 80
nor3_1 59, bufinv_16 53, a211oi_1 52
[where the power goes]
group | internal (W) | switching [W]
combinational | 0.000173 | 0.000552
clock | 0.00200 | 0.00161
sequential | 0.00457 | 0.00000149
Power figures rest on the tool's default switching activity, not on a simulated workload.
